File: flow/run.sh
#!/bin/bash
# OpenROAD 26Q1-2900-gdf79404cd8, Yosys 0.63+post, stock flow scripts
make -C /OpenROAD-flow-scripts/flow DESIGN_CONFIG=/design/flow/config.mk WORK_HOME=/design/flow/orfs finish
File: flow/config.mk
export PLATFORM = sky130hd
export DESIGN_NAME = regfile
export DESIGN_NICKNAME = regfile
export VERILOG_FILES = /design/flow/design.v
export SDC_FILE = /design/flow/constraint.sdc
export NUM_CORES = 4
export LEC_CHECK = 1
export CORE_UTILIZATION = 40
File: flow/constraint.sdc
current_design regfile

set clk_period 9.9
set clk_io_pct 0.2

create_clock -name clk0 -period $clk_period [get_ports {clk}]

set non_clock_inputs [all_inputs -no_clocks]
set_input_delay [expr $clk_period * $clk_io_pct] -clock clk0 $non_clock_inputs
set_output_delay [expr $clk_period * $clk_io_pct] -clock clk0 [all_outputs]
File: flow/design.v
module regfile (
    input  wire          clk,
    input  wire          we3,
    input  wire [4 : 0]   a1,
    input  wire [4 : 0]   a2,
    input  wire [4 : 0]   a3,
    input  wire [31 : 0] wd3,
    output wire [31 : 0] rd1,
    output wire [31 : 0] rd2
);
    reg [31 : 0] rf[31 : 0];
    always @( posedge clk ) begin
        if (we3) begin
            rf[a3] <= wd3;
        end
    end
    assign rd1 = (a1 != 0) ? rf[a1] : 32'b0;
    assign rd2 = (a2 != 0) ? rf[a2] : 32'b0;
endmodule
==> impl_metrics.ini <==
; generated from flow reports
[min_path]
hold_path_class = in -> reg

[timing]
grt_setup_unrepaired = no
max_freq_ghz = 0.118
fin_hold_ws_ns = 2.13
setup_ws_ns = 1.46
hold_viol_final = 0
period_used_pct = 85.3
setup_tns_ns = 0
slew_viol_final = 0
worst_pin_slew_ns = 1.46
maxSlewHeadroom_pct = 2.14
period_needed_ns = 8.44
setup_viol = 0

[global_route]
grt_max_degree = 75
grt_pass1_wl_mm = 206
antenna_found_initial = 8
track_usage_pct = 27.2
overflow = 0
grt_pass1_vias = 29700

[routing]
wl_mm = 145
routedWlPerCell_um = 35.0
initialDrtViolationCount = 1620
dr.pass1.iters = 5
viasPerCell = 6.38
ant_nets = 0
drc = 0
vias = 26500

[logic_synthesis]
syn-instance-count = 2400
synthArstFlopShare_pct = 0
yosysChipArea_mm2 = 0.0470
synth-main-ff-cell = edfxtp_1
synth.cell_area_mm2 = 0.0470
top_area_share_pct = 65.5
top_cells_by_area = edfxtp_1 (65%), mux4_2 (20%), mux2i_1 (3.9%)
synth-edff-count = 1024
ys_ff = 1024
yosys_warnings = 1
ys_seq_share_pct = 65.5
synth_area_per_cell_um2 = 19.6
ys_cells = 2400
largest_area_cell = edfxtp_1
ys_types = 40

[power]
pwr-share-seq_pct = 49.7
power.switching_mw = 2.16
powerDensity_mw_per_mm2 = 182
p_comb_share_pct = 8.9
p_clk_share_pct = 41.4
finalPower_mw = 9.75
ir_worst_vdd_uv = 143
switching_share_pct = 22.2
internal_power_mw = 7.59
p_leak_nw = 17.1

[job]
warnings = 26
cap_violations = 0

[outcome]
status = finished clean

[floorplanning]
fp.dieW_um = 345
rows = 125
dieArea_mm2 = 0.119
io_pins = 113
core_mm2 = 0.116
die_y_um = 345
fp_util_pct = 40.4

[clock_network]
cts_resized = 0
post_cts_buffers = 0
hold_buffers = 0
cts_sinks = 1024
clkTransAtPathRegs_ns = 0.06
h-tree-depth = 3
root_buffer = clkbuf_16
cts_buffers = 105
cts_tree = yes
clock_path_buffers = 3

[place]
place_congestion = 0.906
post_dp_cell_area_mm2 = 0.0502
numPortBuffers = 112
dp.cells = 3950
dp_hpwl_mm = 87.5
pre_cts_ws_ns = 1.62

[setup_path]
cp-start-kind = input port
arrival_ns = 6.46
critPathCaptureType = output port
critical_path.max_fanout = 28
required_ns = 7.92
cpMostUsedCell = buf_4
critPathKind = in -> out
critical-path-max-stage-delay_ns = 1.18
cp_slowest_cell = nor3_1
cp_cell_sequence = buf_4 > buf_4 > or3_2 > buf_4 > nor3_4 > buf_4 > nor3_1 > clkdlybuf4s50_1

[final_layout]
design_area_mm2 = 0.0537
fin_util_pct = 46.2
syn_to_final_growth_pct = 14.4
top_register = rf
instances_no_fill = 4149
layout-drive-gt1-share_pct = 28.6
reg_top3 = rf x1024
largest_reg_flops = 1024
[cells in the final DEF, fill, tap and decap left out, types with 23 or more instances in the layout]
master           synthesis  routed
mux4_2                 425     425
edfxtp_1              1024    1024
a2111oi_0               31      31
a211oi_1                47      47
clkbuf_1               104      24
a211o_1                 23      23
inv_1                   25      24
buf_4                   20     112
o221ai_1                31      31
nor2_4                   0      33
o22ai_1                 55      55
clkbuf_16                0     108
nor3_1                  32      30
a22o_1                  62      62
a221oi_1                23      23
nand2_1                 65      64
a21oi_1                 46      46
clkdlybuf4s50_1          0     105
mux2i_1                183     183
[metal layers]
metal  GRT usage, %  wire length (um)  part of all wire [%]  up-vias
li1               -                 -                     -    10700
met4           6.43              4610                   3.2       14
met5           4.65               627                  0.43        -
met1           30.2             44100                    30    13200
met3           24.8             30600                    21      299
met2           38.5             65200                    45     2211
[worst max-delay path: cells and delay by family]
family	cells	cell delay, ns
buf+inv	5	2.37
simple gates	3	2.02
[cells in the mapped netlist, types with 13 or more instances]
| master | n |
|---|---|
| edfxtp_1 | 1024 |
| mux4_2 | 425 |
| mux2i_1 | 183 |
| clkbuf_1 | 104 |
| nand2_1 | 65 |
| a22o_1 | 62 |
| buf_2 | 58 |
| o22ai_1 | 55 |
| a211oi_1 | 47 |
| a21oi_1 | 46 |
| nor2_1 | 35 |
| nor3_1 | 32 |
| a2111oi_0 | 31 |
| o221ai_1 | 31 |
| inv_1 | 25 |
| a211o_1 | 23 |
| a221oi_1 | 23 |
| buf_4 | 20 |
| mux2_1 | 19 |
| and2_1 | 13 |
[layout make-up]
type / instances / area [um2]
fillers: 9472 / 62600
flip-flops and latches: 1024 / 30700
multi-input cells: 1150 / 15400
clock buffers: 132 / 2790
repair buffers: 227 / 2040
well taps: 1524 / 1910
clock inverters: 62 / 718
inverters: 25 / 96.3
diodes: 5 / 12.5
[power by group through the flow]
| stage | registers (mW) | clock network (mW) | logic [mW] |
|---|---|---|---|
| finish | 4.85 | 4.04 | 0.867 |
| global route | 4.85 | 4.25 | 0.918 |
| CTS | 4.85 | 4.09 | 0.861 |
[worst paths after layout]
check,startpoint,cells past startpoint,endpoint,slack [ns]
worst min-delay path,wd3[19],2,rf[4][19]$_DFFE_PP_,2.13
worst max-delay path,a2[1],8,rd2[2],1.46
[kinds of logic after synthesis]
logic type             share of synthesized area (%)
flip-flops                                      65.5
AND/OR/NAND/NOR                                 1.94
AND-OR/OR-AND                                   5.41
buffers and inverters                           2.31
multiplexers                                    24.9
Power and IR drop assume default switching activity.
